`flow/design.v`:
```
`timescale 1ns / 1ps
module temperature_ctrl(
    input  wire clk,
    input  wire rst_n,
    input  wire [7:0] temperature,
    output reg heater_on,
    output reg cooler_on,
    output reg buzzer
);
    parameter TEMP_LOW  = 8'd20;
    parameter TEMP_HIGH = 8'd30;
    always @(posedge clk or negedge rst_n) begin
        if(!rst_n) begin
            heater_on <= 1'b0;
            cooler_on <= 1'b0;
            buzzer    <= 1'b0;
        end
        else begin
            if(temperature < TEMP_LOW) begin
                heater_on <= 1'b1;
                cooler_on <= 1'b0;
                buzzer    <= 1'b1;
            end
            else if(temperature > TEMP_HIGH) begin
                heater_on <= 1'b0;
                cooler_on <= 1'b1;
                buzzer    <= 1'b1;
            end
            else begin
                heater_on <= 1'b0;
                cooler_on <= 1'b0;
                buzzer    <= 1'b0;
            end
        end
    end
endmodule
```
`flow/run.sh`:
```
#!/bin/bash
# OpenROAD 26Q1-2900-gdf79404cd8, Yosys 0.63+post, stock flow scripts
make -C /OpenROAD-flow-scripts/flow DESIGN_CONFIG=/design/flow/config.mk WORK_HOME=/design/flow/orfs finish
```
`flow/config.mk`:
```
export PLATFORM = sky130hd
export DESIGN_NAME = temperature_ctrl
export DESIGN_NICKNAME = temperature_ctrl
export VERILOG_FILES = /design/flow/design.v
export SDC_FILE = /design/flow/constraint.sdc
export NUM_CORES = 4
export LEC_CHECK = 1
export CORE_AREA = 10 10 70 70
export DIE_AREA = 0 0 80 80
```
`flow/constraint.sdc`:
```
current_design temperature_ctrl

set clk_period 1.0
set clk_io_pct 0.2

create_clock -name clk0 -period $clk_period [get_ports {clk}]

set non_clock_inputs [all_inputs -no_clocks]
set_input_delay [expr $clk_period * $clk_io_pct] -clock clk0 $non_clock_inputs
set_output_delay [expr $clk_period * $clk_io_pct] -clock clk0 [all_outputs]
```
==> run notes <==
Summary of the current implementation state.

- The run finished with clean final reports.
- The detailed router's first-iteration violation count is 11, for reference.
- The ratio of routed vias to standard cells is approximately 1.9, for reference.
- The slowest stage of the critical path is the sky130_fd_sc_hd__dfrtp_1 cell.
- Yosys attributes the largest share of cell area to sky130_fd_sc_hd__dfrtp_1, sky130_fd_sc_hd__nor3_2, sky130_fd_sc_hd__o21a_1.
- The synthesis report lists the Yosys warning total as 1.
- The tool warning count for the run is 25.
- The number of max-capacitance violations reported is 0, for reference.
- The hold buffer count at CTS is 0, for reference.
- Traced cell by cell, the critical path runs through clkdlybuf4s15_1.
- The wire length of the first global-routing pass is 779 µm, for reference.
- For reference, the clock transition at the flip-flops on the worst setup and hold paths is ~0.040 ns.
- The data arrival at the endpoint of the critical path is 0.75 ns, for reference.
- For this sky-water flow run, the detailed-routed wirelength per cell is reported as between 7 and 8 µm.
- The number of distinct library cell variants in the gate-level netlist after synthesis is 8, for reference.
- Of the post-synthesis cell area, the dominant cell type holds 0.6316.
- The floorplan utilization is 0.03480, for reference.
- The leakage power is approximately 0.11 nW, for reference.
- The combinational fraction of design power is 0.135, for reference.
- Per the slew report, the remaining headroom to the max-slew limit stands at 0.8842.
- The number of endpoints with negative hold slack in the final report is 0, for reference.
- The worst hold path belongs to the class in -> async.
- Setup repair after global routing left no endpoint under its margin.
- The cell at the root of the clock tree is sky130_fd_sc_hd__clkbuf_4, for reference.
- The final total power is 390.0 µW, for reference.
- Subtracting the final worst setup slack from the clock period gives 0.9535 ns.
- Entering global routing, the biggest net connects 4 pins.
- In the post-route analysis, the smallest setup slack over all paths is roughly 0.046 ns.
- Per the post-synthesis report, the number of cells in the design is 10.
- The number of H-tree levels is 1, for reference.
- The final max-slew violation count recorded for this run is 0.
- The last timing report of the flow puts the setup violation total at 0.
- The width of the die is about 80 µm, for reference.
- The worst slack on hold paths is 0.1500 ns, for reference.
- The cell type with the largest total area after synthesis is sky130_fd_sc_hd__dfrtp_1, for reference.
- The report shows a maximum critical-path fanout of 1.
- Post-CTS timing repair inserted 0 buffers for setup.
- The clock passes through at most 2 buffers.
- The switching share of power is 0.1929, for reference.
- The largest delay contributor family on the critical path is flip-flops, for reference.
- The number of clock sinks came to 3.
- The placeable core area is 0.003416 mm², for reference.
- The kind of capture point of the worst setup path is an output pin, for reference.
- The placer's final routability congestion estimate is 0.7204, for reference.
- By instance count after routing, the leading logic cell types are sky130_fd_sc_hd__clkdlybuf4s50_1, sky130_fd_sc_hd__dfrtp_1, sky130_fd_sc_hd__clkbuf_4, sky130_fd_sc_hd__clkdlybuf4s15_1.
- Of the total power, the clock network draws 0.540.
- The fmax is 1049 MHz, for reference.
- TritonCTS built the clock tree.
- The chip height is 80 µm, for reference.
- The number of antenna violations at the first check in global routing is 0.
- After synthesis, the design contains 10 cells according to Yosys.
- The number of rows created at floorplan is 21, for reference.
- The worst setup path is launched from a flop.
- For this run the aggregate overflow at the end of global routing stands at 0.
- Of the synthesized area, sequential elements account for 0.6316.
- The number of global-route vias before repair is around 160, for reference.
- The data required time reported for the critical path is 0.80 ns.
- The net switching power figure is around 75 µW, for reference.
- The delay of the slowest cell on the worst path is roughly 0.35 ns, for reference.
- The power report lists cell-internal power as roughly 310 µW.
- Of the cells placed in the final design, the portion with a size suffix greater than 1 is 0.1538.
- Per the OpenROAD floorplan log, the area of the die is 0.006400 mm².
- The timing report notes that buffer and inverter cells on the critical path total 1.
- Counting flops and latches in the post-synthesis netlist gives 3.
- Per the detail_route report, DRC violations left total 0.
- From synthesis to final layout, the design area changed by 173.7%.
- The count of buffers from port buffering is 12, for reference.
- Per the summary, power density relative to cell area is about 1200 mW/mm².
- The total clock buffers created by CTS is 3, for reference.
- In the final layout, the fill cell count is 405.
- The number of ports placed on the die boundary is 13, for reference.
- The actual transition at the worst max-transition pin is between 0.15 and 0.2 ns, for reference.
- In this run the mean area of a mapped cell was approximately 12 µm².
- The setup slack after placement is -0.08036 ns, for reference.
- In the final layout, the multi-input gates occupy 40.04 µm².
- The post-synth design cell area is 118.9 µm², for reference.
- Across the whole layout, storage elements account for 75.07 µm².
- The share of power burned in registers is 0.325, for reference.
- The wire length reported by the detailed router is 568 µm, for reference.
- The leading cell type in the layout, fill and taps excluded is sky130_fd_sc_hd__clkdlybuf4s50_1, for reference.
- The overall via count from detail_route is approximately 140, for reference.
- In the finished design, the share of the clock period the worst path needs comes to 0.9535.
- Across the VDD grid, the largest voltage drop is 0.1226 mV.
- The critical path is of the reg -> out type.
- The number of iterations in the first detailed-routing pass is 2, for reference.
- Nets still carrying antenna violations after routing amount to 0.
- The chip area estimate from yosys synthesis is ~120 µm², for reference.
- Summed over all routing layers, the global router reports a total usage of 0.01830.
## cell families (layout without fill, tap and decap cells)
logic type / count (synthesis) / count (layout) / synth area share
AOI/OAI and AO/OA: 2 / 2 / 0.1052
buffers and inverters: 1 / 17 / 0.03155
DFF: 3 / 3 / 0.6316
other: 0 / 1 / 0
and+or+nand+nor: 4 / 4 / 0.2316
## per-stage QoR
step | TNS [ns] | instance area [µm²] | cells | utilization
final | 0 | 325.3 | 73 | 0.09524
after global routing | 0 | 322.8 | 72 | 0.09451
after CTS | 0 | 322.8 | 72 | 0.09451
after detailed placement | -0.1983 | 296.5 | 68 | 0.08681
after global placement | -0.1696 | 296.5 | 68 | 0.08681
after floorplan | 0 | 118.9 | 10 | -
## routing by layer
| layer | up-vias | part of all wire | global-route usage |
|---|---|---|---|
| li1 | 70 | - | - |
| met1 | 57 | 0.31 | 0.01398 |
| met2 | 9 | 0.40 | 0.02327 |
| met3 | 0 | 0.29 | 0.02841 |
| met4 | 0 | 0 | 0.007042 |
| met5 | - | 0 | 0 |
## state kept, by name, indices dropped and copies added, names as in the netlist
name	count
heater_on	1
cooler_on	1
buzzer	1
## power groups by stage
stage	clock network [mW]	registers [mW]	logic, mW
global route	0.223	0.127	0.0575
finish	0.210	0.127	0.0528
CTS	0.225	0.127	0.0538
## synth_stat cells
| cell | n |
|---|---|
| sky130_fd_sc_hd__nor2b_1 | 1 |
| sky130_fd_sc_hd__o21ai_0 | 1 |
| sky130_fd_sc_hd__nand4_1 | 1 |
| sky130_fd_sc_hd__dfrtp_1 | 3 |
| sky130_fd_sc_hd__nor3_2 | 1 |
| sky130_fd_sc_hd__nand3_1 | 1 |
| sky130_fd_sc_hd__inv_1 | 1 |
| sky130_fd_sc_hd__o21a_1 | 1 |
## layout make-up
| cell class | instances | area share |
|---|---|---|
| multi-input combinational | 6 | 0.1231 |
| antenna | 1 | 0.007692 |
| clock buffer | 4 | 0.08077 |
| tap | 46 | 0.1769 |
| timing repair buffer | 12 | 0.3692 |
| inverter | 1 | 0.01154 |
| sequential | 3 | 0.2308 |
## repair_timing
action	in CTS	in global routing
setup endpoints to repair	3	0
gates resized	6	0
hold endpoints to repair	0	0
## worst paths after layout
kind | start | to | depth (start not counted) | slack, ns
min | rst_n | cooler_on | 1 | 0.15
min in group clk0 | temperature[4] | cooler_on | 3 | 0.57
max | cooler_on | cooler_on | 1 | 0.05
max in group asynchronous | rst_n | buzzer | 1 | 0.71
No activity file was given, so power comes from the tool's default toggle rates.
