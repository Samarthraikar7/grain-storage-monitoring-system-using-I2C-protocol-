## design/flow/constraint.sdc

```tcl
current_design i2c_master_skel

set clk_period 1.3
set clk_io_pct 0.2

create_clock -name clk0 -period $clk_period [get_ports {clk}]

set non_clock_inputs [all_inputs -no_clocks]
set_input_delay [expr $clk_period * $clk_io_pct] -clock clk0 $non_clock_inputs
set_output_delay [expr $clk_period * $clk_io_pct] -clock clk0 [all_outputs]
```

## design/flow/design.v

```verilog
`timescale 1ns / 1ps
module i2c_master_skel (
    input  wire clk,       
    input  wire rst_n,     
    output reg  scl,       
    output reg  sda,       
    output reg  start,     
    output reg  stop       
);
    reg [7:0] state;
    parameter IDLE=0, START_COND=1, DATA_TRANSFER=2, STOP_COND=3;
    always @(posedge clk or negedge rst_n) begin
        if(!rst_n) begin
            scl   <= 1'b1;
            sda   <= 1'b1;
            start <= 1'b0;
            stop  <= 1'b0;
            state <= IDLE;
        end
        else begin
            case(state)
                IDLE: begin
                    start <= 1'b1;      
                    sda   <= 1'b0;
                    state <= START_COND;
                end
                START_COND: begin
                    start <= 1'b0;
                    scl   <= ~scl;      
                    if(scl) state <= DATA_TRANSFER;
                end
                DATA_TRANSFER: begin
                    sda <= ~sda;        
                    scl <= ~scl;
                    if(scl && sda) state <= STOP_COND;
                end
                STOP_COND: begin
                    stop  <= 1'b1;      
                    sda   <= 1'b1;
                    scl   <= 1'b1;
                    state <= IDLE;
                end
            endcase
        end
    end
endmodule
```

## design/flow/run.sh

```bash
#!/bin/bash
# OpenROAD 26Q1-2900-gdf79404cd8, Yosys 0.63+post, stock flow scripts
make -C /OpenROAD-flow-scripts/flow DESIGN_CONFIG=/design/flow/config.mk WORK_HOME=/design/flow/orfs finish
```

## design/flow/config.mk

```make
export PLATFORM = sky130hd
export DESIGN_NAME = i2c_master_skel
export DESIGN_NICKNAME = i2c_master_skel
export VERILOG_FILES = /design/flow/design.v
export SDC_FILE = /design/flow/constraint.sdc
export NUM_CORES = 4
export LEC_CHECK = 1
export CORE_AREA = 10 10 70 70
export DIE_AREA = 0 0 80 80
```

==> Slide: Implementation Results <==
Implementation Results

Status
  • Run status: complete, no violations

Pwr
  • Power consumption: 0.458 mW
  • Peak VDD IR: 0.193 mV
  • Static leakage: 0.231 nW
  • Pwr/cell area: 1040 mW/mm2

Route
  • Wirelength, routed: 517 um
  • WL per Instance: 6.46 um
  • # DRC: 0
  • Detailed Route Iter0 Violations: 7
  • Vias: 204
  • First-pass detailed-route iteration total: 4
  • Via density: 2.55
  • Post-route ant nets: 0
  • Antenna diodes: 0

Cells and area
  • Combinational Area: 78.8 um2
  • Register area: 204 um2
  • Non-Filler Instances: 80
  • Fin area: 442 um2
  • Commonest Layout Cell: dfrtp_1
  • Filler Cell Count: 388
  • Most instantiated logic cells after routing: 5 x dfrtp_1, 4 x dlygate4sd2_1, 3 x clkbuf_4, 3 x buf_4, 3 x dfstp_2
  • P&R area growth vs syn: 52.2%
  • Layout cells sized above 1: 38.2%
  • Final Util: 12.9%

Yosys
  • Ys cells: 22
  • #FFs+latches synth: 8
  • Syn Area/Cell: 13.2 um2
  • Distinct lib cells: 13
  • YS chip area: 290 um2
  • Sequential element share of the synthesized area: 70.3%
  • Area share of the largest cell type after synthesis: 43.1%
  • Area leader, netlist: dfrtp_1
  • Top cells by area: dfrtp_1 43%, dfstp_2 27%, a21o_1 5.2%, a211o_2 3.4%, a22o_2 3.4%
  • Ys Warns: 1
  • Post-synthesis cell count: 22
  • Post-Synthesis Cell Area: 290 um2

Setup path
  • Crit end category: output port
  • Worst-path fanout max: 2
  • CP startpoint kind: flop
  • Setup CP Type: flop to output port
  • FF-to-FF Start: scl
  • FF-to-FF path depth: 3
  • CP required: 1.04 ns
  • Buf/Inv on CP: 1
  • Crit-path cells: dlygate4sd2_1
  • CP max-delay cell: dfstp_2
  • Arr. time, crit path: 0.98 ns
  • Capturing point of the worst reg2reg path: scl
  • CP peak stage delay: 0.52 ns
  • Internal reg-to-reg setup slack: 0.22 ns
  • CP top delay family: flip-flops

Flow run
  • Max cap viols: 0
  • Count of tool warnings: 25

Hold path
  • Hold Crit Class: input pin to async pin

Timing
  • RSZ-0062 raised after global routing: false
  • Final hold violations: 0
  • Final worst setup slack: 0.0633 ns
  • Final Setup Violations: 0
  • Pins over their slew limit: 0
  • FMAX: 809 MHz
  • Fin crit share: 95.1%
  • Hold Slack: 0.275 ns
  • Slew Limit Headroom: 76.1%
  • Clock Skew: 0.0146 ns
  • Fin crit period: 1.24 ns
  • Worst-Margin Slew: 0.358 ns
  • Final setup TNS: 0 ns

Floorplan
  • Core Rows: 21
  • Core area: 0.00342 mm2
  • Fp util: 8.50%
  • Die Ht: 80 um
  • Full die area: 0.00640 mm2
  • Ports: 6
  • Die W: 80 um

Placement
  • GPL Wtd Cong: 0.748
  • Area after DPL: 413 um2
  • Port bufs: 5
  • Place WS: 0.0664 ns
  • Post-placement cell count: 75

Clock tree
  • Clock Latency Late Sink: 0.26 ns
  • # H-tree levels: 1
  • Clock Tree Buf Depth: 2
  • CTS Sinks: 8
  • Clock transition at path regs: 0.06 ns
  • TritonCTS clock tree: built
  • Root buf cell: clkbuf_4
  • TritonCTS Buffers: 3

Global route
  • Largest net degree at the start of global routing: 9
  • Number of global-route vias before repair: 173
  • First-pass GRT wire length: 821 um
  • GRT Residual Overflow: 0
  • GRT Resource Usage Total: 1.54%
  • Initial antenna violation count: 0
cell type report:
cell class              count  area share, %
flip-flops and latches      8           46.2
well taps                  46           13.0
multi-input cells          12           17.8
clock buffers               4           5.95
inverters                   2           1.70
repair buffers              8           15.3
cells by family (layout without fill, tap and decap cells):
logic type	after synthesis	in the layout	synth area share, %
buffers and inverters	2	14	2.59
flip-flops	8	8	70.3
AND/OR/NAND/NOR	7	7	13.4
AND-OR/OR-AND	5	5	13.8
cells in the mapped netlist (all sizes together):
cell   count
dfstp      3
a22o       1
a211o      1
or3        1
or2        1
dfrtp      5
and3       1
a21o       2
inv        2
nand2      1
o21ai      1
nor2       2
nor3b      1
worst max-delay path by stage:
stage         from  endpoint  slack, ns  depth (start not counted)
finish         scl       scl       0.06                          1
CTS            scl       scl       0.05                          1
global route   scl       scl       0.03                          1
report_power, final:
part	switching [mW]	leakage [nW]	internal, mW	total (mW)
Clock	0.0837	0.0150	0.117	0.201
Combinational	0.00457	0.115	0.00266	0.00723
Sequential	0	0.101	0.250	0.250
Total	0.0883	0.231	0.370	0.458
metal layers:
metal | global-route usage [%] | vias up | wire length (um) | share of wire, %
met5 | 0 | - | 0 | 0
met4 | 0.880 | 0 | 21 | 4.1
met3 | 0.909 | 2 | 51 | 9.9
met2 | 1.77 | 8 | 189 | 37
met1 | 2.10 | 95 | 255 | 49
li1 | - | 99 | - | -
registers in the layout (all words and copies together), names as in the netlist:
name   flops
stop       1
state      4
scl        1
start      1
sda        1
what timing repair did:
item                       CTS  global route
hold buffers                 0             0
buffers inserted             1             0
setup endpoints to repair    4             0
resized                      4             0
Power is estimated from default activity; no workload was simulated.
